$ cat design/flow/design.v
`timescale 1ns / 1ns
module Serializer(
    input clk,
    input rst,
    input[13:0] idata_in,
    input[13:0] qdata_in,
    input data_valid,
    output reg data_ready = 0,
    output txclk,
    output reg tx
);
    parameter WAIT_LEN = 8'd64;
    localparam STATE_INIT = 2'b00;
    localparam STATE_WAIT = 2'b01;
    localparam STATE_I_DATA = 2'b10;
    localparam STATE_Q_DATA = 2'b11;
    reg[1:0] state = STATE_INIT;
    reg[13:0] idata_reg = 0;
    reg[13:0] idata_next = 0;
    reg[13:0] qdata_reg = 0;
    reg[13:0] qdata_next = 0;
    wire[13:0] send_data;
    reg[2:0] tx_counter = 0;
    reg[7:0] wait_counter = 0;
    assign txclk = clk;
    assign send_data = (state == STATE_I_DATA) ? idata_reg : qdata_reg;
    always @(*) begin
        if (state == STATE_I_DATA || state == STATE_Q_DATA) begin
            case (tx_counter)
                3'b000: if (state == STATE_I_DATA) begin
                    tx = txclk ? 1'b1 : 1'b0;
                end else begin
                    tx = txclk ? 1'b0 : 1'b1;
                end
                3'b001: tx = txclk ? send_data[13] : send_data[12];
                3'b010: tx = txclk ? send_data[11] : send_data[10];
                3'b011: tx = txclk ? send_data[9] : send_data[8];
                3'b100: tx = txclk ? send_data[7] : send_data[6];
                3'b101: tx = txclk ? send_data[5] : send_data[4];
                3'b110: tx = txclk ? send_data[3] : send_data[2];
                3'b111: tx = txclk ? send_data[1] : send_data[0];
            endcase
        end else begin
            tx = 1'b0;
        end
    end
    always @(posedge clk) begin
        if (rst) begin
            state <= STATE_INIT;
        end else begin
            case (state)
                STATE_INIT: begin  
                    state <= STATE_WAIT;
                    wait_counter <= 0;
                    tx_counter <= 0;
                    data_ready <= 1;
                    idata_reg <= 14'b0;
                    qdata_reg <= 14'b0;
                    idata_next <= 14'b0;
                    qdata_next <= 14'b0;
                end
                STATE_WAIT: begin  
                    if (wait_counter == WAIT_LEN) begin
                        state <= STATE_I_DATA;
                        data_ready <= 1'b1;
                        tx_counter <= 3'b0000;
                        idata_reg <= idata_next;
                        qdata_reg <= qdata_next;
                    end else begin
                        wait_counter <= wait_counter + 1;
                    end
                end
                default: begin  
                    tx_counter <= tx_counter + 1;
                end
            endcase
            if (data_ready && data_valid) begin
                idata_next <= idata_in;
                qdata_next <= qdata_in;
                data_ready <= 1'b0;
            end
            if (tx_counter == 3'b111) begin
                if (state == STATE_I_DATA) begin
                    state <= STATE_Q_DATA;
                end else if (state == STATE_Q_DATA) begin
                    state <= STATE_I_DATA;
                    data_ready <= 1'b1;
                    idata_reg <= idata_next;
                    qdata_reg <= qdata_next;
                end
            end
        end
    end
endmodule
$ cat design/flow/constraint.sdc
current_design Serializer

set clk_period 3.8
set clk_io_pct 0.2

create_clock -name clk0 -period $clk_period [get_ports {clk}]

set non_clock_inputs [all_inputs -no_clocks]
set_input_delay [expr $clk_period * $clk_io_pct] -clock clk0 $non_clock_inputs
set_output_delay [expr $clk_period * $clk_io_pct] -clock clk0 [all_outputs]
$ cat design/flow/run.sh
#!/bin/bash
# OpenROAD 26Q1-2900-gdf79404cd8, Yosys 0.63+post, stock flow scripts
make -C /OpenROAD-flow-scripts/flow DESIGN_CONFIG=/design/flow/config.mk WORK_HOME=/design/flow/orfs finish
$ cat design/flow/config.mk
export PLATFORM = sky130hd
export DESIGN_NAME = Serializer
export DESIGN_NICKNAME = Serializer
export VERILOG_FILES = /design/flow/design.v
export SDC_FILE = /design/flow/constraint.sdc
export NUM_CORES = 4
export LEC_CHECK = 1
export CORE_UTILIZATION = 40
==> reports/results.md <==
| Group | Parameter | Reported |
|---|---|---|
| setup path | Arr. time, crit path | 3.18 ns |
| setup path | Cell occurring most often along the worst timing path | buf_8 |
| die | Y dimension of the die | 99.88 um |
| sta | Slew at the pin with the worst max-slew slack | 0.7137 ns |
| setup path | Capturing point of the worst reg2reg path | idata_reg[12]$_DFFE_PN_ |
| power and ir drop | Power after layout | 2.348 mW |
| setup path | Largest fanout on the critical path | 4 |
| setup path | Class of the most critical setup path | clock port to output pin |
| detailed routing | Final WL | 8076 um |
| job | Tool Warnings | 55 |
| setup path | Required @ worst endpoint | 3.04 ns |
| synthesis | Share of Yosys cell area claimed by the top area cell type | 0.5328 |
| detailed routing | Antenna diode count | 0 |
| setup path | Critical-path cell list | buf_8 > buf_8 > clkbuf_16 > mux2i_4 > o221ai_2 > o21ai_1 > o2111a_1 > a31oi_2 > buf_2 |
| detailed routing | Tally of nets with antenna violations remaining after routing | 0 |
| place | Routability Congestion | 0.8875 |
| setup path | Crit path buf inv count | 4 |
| status | Outcome | finished with violations |
| synthesis | Per-instance average area after synthesis | 11.72 um2 |
| die | Fp_density | 0.4148 |
| place | Number of port buffers | 33 |
| clock network | Post-cts hold-fix buffer tally | 0 |
| clock network | Clock-pin slew reported for the worst setup and hold paths after clock tree synthesis | 0.08 ns |
| finish | Number of cells in the finished layout apart from fillers | 499 |
| finish | Layout filler cell count | 771 |
| power and ir drop | Sw Pwr | 0.5870 mW |
| finish | Dominant logic cell type in the layout | edfxtp_1 |
| place | Total cell area at the placement stage | 4275 um2 |
| sta | Number of hold violations in the final report | 0 |
| synthesis | Post-synthesis sequential area ratio | 0.5433 |
| global route | Antenna violations before repair | 0 |
| sta | Worst hold margin | 0.6202 ns |
| setup path | Worst R2R Start | wait_counter[0]$_SDFFCE_PN0P_ |
| finish | Share of post-route cells with drive strength above 1 | 0.1324 |
| sta | RSZ-0062 raised after global routing | yes |
| sta | Max-slew violation count | 0 |
| finish | Most instantiated logic cells after routing | edfxtp_1, mux2i_1, nand2_1, clkdlybuf4s50_1, and3_1 |
| power and ir drop | Clock network power share | 0.532 |
| synthesis | Library cell occupying the most area in the post-synthesis netlist | edfxtp_1 |
| min path | Type of the worst min-delay path | flip-flop to flip-flop |
| detailed routing | Initial DRC Count | 143 |
| synthesis | Number of distinct library cells after synthesis | 38 |
| finish | Combinational Area | 1654 um2 |
| die | IO Count | 34 |
| setup path | Worst Reg2Reg Path Length in Cells | 8 |
| setup path | Nature of the critical path startpoint | clock port |
| power and ir drop | Static leakage | 1.760 nW |
| synthesis | Number of instances in the synthesized netlist | 327 |
| die | Core Region | 9240 um2 |
| detailed routing | Vias | 2692 |
| setup path | CP Depth | 9 |
| setup path | Crit-path max cell delay | 0.20 ns |
| place | Post-Place Cells | 472 |
| power and ir drop | Worst IR Drop VDD | 206.5 uV |
| detailed routing | Drt wl/cell | 16.18 um |
| setup path | Critical path's slowest cell | mux2i_4 |
| finish | P&R area growth vs syn | 23.18% |
| power and ir drop | Switching part of the total power | 0.2500 |
| clock network | Clock tree from TritonCTS | yes |
| finish | Final standard cell area without fillers | 4721 um2 |
| setup path | Crit path capture | tx |
| power and ir drop | Sequential cell fraction of total power | 0.402 |
| die | FP Rows | 35 |
| status | Violated checks | negative setup slack |
| sta | Count of final setup violators | 1 |
| place | DP Wirelength | 4947 um |
| power and ir drop | Ratio of total power to cell area | 497.3 nW/um2 |
| synthesis | Yosys warning total | 1 |
| finish | Storage element area | 2082 um2 |
| setup path | Setup slack of the worst register-to-register path | 1.30 ns |
| detailed routing | Mean number of vias per cell | 5.395 |
| global route | First-pass GRT wire length | 13790 um |
| global route | Gr ovfl total | 0 |
| detailed routing | Remaining DRCs | 0 |
| global route | Total routing usage reported by global routing | 0.1877 |
| power and ir drop | Cell Int Power | 1.761 mW |
| sta | Minimum setup slack in the final design | -0.1418 ns |
| place | Minimum setup slack after placement | 0.05359 ns |
| sta | Slew HR | 0.5242 |
| power and ir drop | Fraction of power consumed by combinational cells | 0.066 |
| setup path | Crit. End Element | output pin |
| setup path | Largest delay contributor family on the critical path | AND-OR/OR-AND gates |
| die | Area of the die | 9976 um2 |
| clock network | Worst skew pair latency | 0.45 ns |
| synthesis | Flip-flop and latch count after synthesis | 70 |
| setup path | Launching instance or port of the critical path | clk |
| global route | Pin count of the biggest net entering global routing | 41 |
| synthesis | Area reported by Yosys stat | 3832 um2 |
| synthesis | Post-Synthesis Cell Area | 3832 um2 |
| synthesis | # Cells Yosys | 327 |
| sta | Clock Skews | 0.009984 ns |
| die | Die span in x | 99.88 um |
| detailed routing | DRT Pass-1 Iters | 4 |
| synthesis | Top cells, area | edfxtp_1, mux2i_1, a22o_1 |
| job | Number of max-capacitance violations reported | 0 |
| global route | Via count of the first global-routing pass | 2864 |
[area by class of cell]
cell class              count  area share
clock buffers              21     0.06520
multi-input cells         223      0.3504
repair buffers             40     0.08269
well taps                 129     0.03419
clock inverters             8     0.02014
inverters                   8    0.006361
flip-flops and latches     70      0.4410
[synth_stat cells]
cell and n:
o221ai_1 1, and3_1 30, and2_1 5, a21boi_2 1, nor3b_1 1, edfxtp_1 68, o22ai_1 1, buf_2 3
a311oi_1 1, xor2_1 6, and4bb_2 1, xnor2_1 2, nand3_1 6, ha_1 8, a211oi_1 1, nor3_1 2
nand2b_4 1, mux2i_1 37, a311o_1 1, a21oi_1 4, buf_4 2, o2111a_1 1, nor2b_1 3, or3_1 1
buf_6 3, o21ai_1 2, nand2_1 32, inv_1 8, clkbuf_1 18, a22o_1 28, o21ai_0 28, a31oi_1 2
nor2_1 11, mux4_2 2, o32ai_1 1, dfxtp_1 2, mux2_2 1, nand2b_1 2
[worst min-delay path by stage]
stage                                 start                       endpoint  slack (ns)  cells past startpoint
CTS                  idata_reg[7]$_DFFE_PN_         idata_reg[7]$_DFFE_PN_        0.62                      1
global route        idata_reg[11]$_DFFE_PN_        idata_reg[11]$_DFFE_PN_        0.63                      1
finish        wait_counter[0]$_SDFFCE_PN0P_  wait_counter[0]$_SDFFCE_PN0P_        0.62                      1
[worst reg2reg max path, delay by kind of cell, from the launching register on]
family          cells  cell delay, ns
mux                 1            0.19
flops               1            0.43
simple gates        2            0.82
buf+inv             2            0.36
compound gates      2            0.32
fa+ha+maj           1            0.13
[power by group through the flow]
stage         combinational [mW]  sequential (mW)  clock (mW)
CTS                        0.157            0.943        1.25
global route               0.175            0.950        1.32
finish                     0.156            0.943        1.25
[per-layer routing]
metal / up-vias / share of wire / global-route usage
met3: 19 / 0.062 / 0.06445
met5: - / 0 / 0
li1: 1309 / - / -
met4: 0 / 0.028 / 0.08032
met1: 1287 / 0.47 / 0.2864
met2: 77 / 0.44 / 0.2594
[what timing repair did]
action	in CTS	in global routing
resized	12	4
pin swaps	3	3
setup endpoints to repair	1	1
buffers inserted	1	0
[stage by stage]
step,utilization,TNS [ns]
global placement,0.4627,0
finish,0.5109,-0.1418
CTS,0.5090,-0.1886
floorplan,-,0
global route,0.5109,-0.2304
detailed placement,0.4627,0
[kinds of logic after synthesis]
group | Yosys count | synth area share
compound gates | 72 | 0.1306
xor+xnor | 8 | 0.01828
fa+ha+maj | 8 | 0.02612
buf+inv | 34 | 0.04211
flops | 70 | 0.5433
mux | 40 | 0.1113
simple gates | 95 | 0.1283
Power figures rest on the tool's default switching activity, not on a simulated workload.
